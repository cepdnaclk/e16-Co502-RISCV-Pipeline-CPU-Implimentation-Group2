--- config.mk ---
export PLATFORM = sky130hd
export DESIGN_NAME = multiplexer_type2
export DESIGN_NICKNAME = multiplexer_type2
export VERILOG_FILES = /design/flow/design.v
export SDC_FILE = /design/flow/constraint.sdc
export NUM_CORES = 4
export LEC_CHECK = 1
export CORE_AREA = 10 10 101 101
export DIE_AREA = 0 0 111 111
--- run.sh ---
#!/bin/bash
# OpenROAD 26Q1-2900-gdf79404cd8, Yosys 0.63+post, stock flow scripts
make -C /OpenROAD-flow-scripts/flow DESIGN_CONFIG=/design/flow/config.mk WORK_HOME=/design/flow/orfs finish
--- constraint.sdc ---
current_design multiplexer_type2

set clk_period 1.8
set clk_io_pct 0.2

create_clock -name clk0 -period $clk_period

set non_clock_inputs [all_inputs -no_clocks]
set_input_delay [expr $clk_period * $clk_io_pct] -clock clk0 $non_clock_inputs
set_output_delay [expr $clk_period * $clk_io_pct] -clock clk0 [all_outputs]
--- design.v ---
`timescale  1ns/100ps
module multiplexer_type1(IN1,IN2,OUT,SELECT);		
	input [31:0] IN1,IN2;
	input SELECT;
	output [31:0] OUT;
	assign OUT = (SELECT) ? IN2 : IN1 ;
endmodule
module multiplexer_type2(IN1,IN2,IN3,IN4,IN5,OUT,SELECT);		 
	input [31:0] IN1,IN2,IN3,IN4,IN5;
	input [2:0] SELECT;
	output [31:0] OUT;
	assign OUT = (SELECT[2]) ? ((SELECT[1]) ? (SELECT[0]? 32'bx:32'bx) : (SELECT[0]? 32'bx:IN5)) : ((SELECT[1]) ? (SELECT[0]? IN4:IN3) : (SELECT[0]? IN2:IN1)) ;
endmodule
module multiplexer_type3(IN1,IN2,IN3,OUT,SELECT);		 
	input [31:0] IN1,IN2,IN3;
	input [1:0] SELECT;
	output [31:0] OUT;
	assign OUT = (SELECT[1]) ? (SELECT[0]? 32'bx:IN3) : (SELECT[0]? IN2:IN1) ;
endmodule
module multiplexer_type4(IN1,IN2,IN3,IN4,OUT,SELECT);		 
	input [31:0] IN1,IN2,IN3,IN4;
	input [1:0] SELECT;
	output [31:0] OUT;
	assign OUT = (SELECT[1]) ? (SELECT[0]? IN4:IN3) : (SELECT[0]? IN2:IN1) ;
endmodule
==> results_dict.tcl <==
# flow metrics
set metrics [dict create \
    p_total_w 0.0008299 \
    flops 0 \
    worst-path-buf-inv 4 \
    gp_congestion 0.8042 \
    cp_cell_sequence "buf_2, nand2b_4, buf_4, buf_12, a211oi_4, a221oi_2, dlygate4sd2_1" \
    critPathCaptureType "output pin" \
    grt_pass1_wl_mm 13.17 \
    warning_count 34 \
    hpwl_mm 7.307 \
    drt_iter0_markers 78 \
    ys_top_cells_by_area "mux2i_1, a211oi_1, nor2b_1" \
    grt_max_degree 26 \
    ff_latch_area_um2 0 \
    ir_drop_mv 0.08179 \
    path_class "in2out" \
    antenna-diode-count 0 \
    grt_remaining_overflow 0 \
    avgSynthCellArea_um2 7.747 \
    final_core_util 0.4639 \
    status "finished with violations" \
    critical_path.max_stage_delay_ps 250 \
    postSynthSeqShare 0 \
    hold_path_class "in2out" \
    period_minus_slack_ps 1822 \
    routedWlPerCell_um 17.96 \
    min_from "SELECT[2]" \
    worstMarginPinSlew_ps 296.3 \
    powerDensity_nw_per_um2 219.9 \
    first_global_vias 2285 \
    slew_headroom 0.8025 \
    pin_count 195 \
    area_growth_pct 166.2 \
    dieArea_um2 12320 \
    final_cell_mix "clkdlybuf4s50_1, inv_1, mux2i_1" \
    mostFrequentLayoutCell "clkdlybuf4s50_1" \
    critical_path.startpoint "SELECT[2]" \
    arrival_ps 1460 \
    num_vias 2140 \
    grt_usage 0.1283 \
    top_area_frac 0.2259 \
    yosys_warnings 0 \
    start_kind "input pin" \
    drt-total-wl_mm 8.655 \
    setup_ws_ps -21.57 \
    die_w_um 111 \
    ys_area_um2 1418 \
    timing.fmax_mhz 549.0 \
    max-cap-violations 0 \
    row_count 33 \
    final_hold_viol_count 0 \
    drv_slew 0 \
    crit_fanout 8 \
    setup_violations 2 \
    core_area_um2 8134 \
    detail-route-antenna-nets 0 \
    rsz0062_at_grt "yes" \
    dr.pass1.iters 4 \
    nClkBuffers 0 \
    critPathSlowestCell "dlygate4sd2_1" \
    violations "negative setup slack" \
    postCtsHoldBufs 0 \
    antenna_found_initial 0 \
    drive_gt1_frac 0.3050 \
    cp.required_ps 1440 \
    ys_types 14 \
    portBuffers 195 \
    yosysTopAreaCell "mux2i_1" \
    fp_util 0.1743 \
    p_leak_nw 1.537 \
    die_height_um 111 \
    vias_per_cell 4.440 \
    drc 0 \
    netlist_instances 183 \
    fin_crit_sh 1.012 \
    ys_cells 183 \
    synth.cell_area_um2 1418 \
    cp_top_family "buffers and inverters" \
]
-- area by class of cell --
| type | instances | area (um2) |
|---|---|---|
| inverters | 32 | 120.1 |
| repair buffers | 215 | 2117 |
| fillers | 785 | 4360 |
| multi-input cells | 130 | 1405 |
| well taps | 105 | 131.4 |
-- metal layers --
metal  global-route usage  up-vias  routed length, um
met4             0.004340        0                 34
met2               0.2303       91               4471
met1               0.1549      963               3540
li1                     -     1084                  -
met5                    0        -                  0
met3              0.03612        2                609
-- power by group --
group	switching (W)	internal, W
Clock	0	0
Sequential	0	0
Combinational	0.000266	0.000564
Total	0.000266	0.000564
-- path summary, 6_finish.rpt --
path / end / slack (ps) / cells past startpoint
min: OUT[1] / 1250 / 4
max: OUT[4] / -20 / 7
-- cell usage after synthesis --
cell	n
a211oi_1	32
inv_1	32
mux2i_1	32
nor2b_1	32
a221oi_1	19
a221oi_2	13
buf_2	8
buf_6	5
buf_4	4
clkbuf_1	2
buf_1	1
buf_12	1
nand2b_4	1
nor2_1	1
-- metrics by stage --
| stage | hold WS (ps) | cells | instance area (um2) | setup slack (ps) | setup TNS [ps] |
|---|---|---|---|---|---|
| global placement | 1585 | 479 | 3571 | -582.6 | -17000 |
| CTS | 1286 | 482 | 3667 | -48.03 | -275.5 |
| global route | 1281 | 482 | 3774 | -72.26 | -324.9 |
| floorplan | 796.9 | 183 | 1418 | 353.3 | 0 |
| detailed placement | 1586 | 479 | 3571 | -582.6 | -17060 |
| finish | 1249 | 482 | 3774 | -21.57 | -35.23 |
-- what timing repair did --
| item | in CTS | in global routing |
|---|---|---|
| setup buffers | 2 | 0 |
| hold endpoints to repair | 0 | 0 |
| pin swaps | 6 | 9 |
| cloned | 1 | 0 |
| gates resized | 84 | 58 |
| setup endpoints to repair | 32 | 28 |
-- cells by family (layout without fill, tap and decap cells) --
| group | after synthesis | count (layout) | synth area share |
|---|---|---|---|
| and+or+nand+nor | 34 | 34 | 0.1536 |
| AOI/OAI and AO/OA | 64 | 64 | 0.4245 |
| muxes | 32 | 32 | 0.2260 |
| buffers and inverters | 53 | 247 | 0.1959 |
No activity file was given, so power comes from the tool's default toggle rates.
